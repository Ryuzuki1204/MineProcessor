<file path="run.sh">
#!/bin/bash
# OpenROAD 26Q1-2900-gdf79404cd8, Yosys 0.63+post, stock flow scripts
make -C /OpenROAD-flow-scripts/flow DESIGN_CONFIG=/design/flow/config.mk WORK_HOME=/design/flow/orfs finish
</file>
<file path="config.mk">
export PLATFORM = sky130hd
export DESIGN_NAME = Module_Adder_Subtractor
export DESIGN_NICKNAME = Module_Adder_Subtractor
export VERILOG_FILES = /design/flow/design.v
export SDC_FILE = /design/flow/constraint.sdc
export NUM_CORES = 4
export LEC_CHECK = 1
export CORE_AREA = 10 10 70 70
export DIE_AREA = 0 0 80 80
</file>
<file path="constraint.sdc">
current_design Module_Adder_Subtractor

set clk_period 2.9
set clk_io_pct 0.2

create_clock -name clk0 -period $clk_period

set non_clock_inputs [all_inputs -no_clocks]
set_input_delay [expr $clk_period * $clk_io_pct] -clock clk0 $non_clock_inputs
set_output_delay [expr $clk_period * $clk_io_pct] -clock clk0 [all_outputs]
</file>
<file path="design.v">
`timescale 1ns / 1ps
module Module_Adder_Subtractor(
    input [3:0] A,
    input [3:0] B,
    input subtract_enable,
    output [3:0] Res,
    output Cout
    );
wire [3:0] B1;
xor(B1[0],B[0],subtract_enable);
xor(B1[1],B[1],subtract_enable);
xor(B1[2],B[2],subtract_enable);
xor(B1[3],B[3],subtract_enable);
assign {Cout,Res} = A + B1 + subtract_enable;
endmodule
</file>
==> GITHUB_STEP_SUMMARY <==
## PnR job results

| Metric | Value |
|---|---|
| Status | finished, final reports clean |
| First-pass GRT wire length | 1276 um |
| Slew at the pin closest to its max-slew limit | 232.3 ps |
| Terminating pin of the worst hold path | Res[3] |
| Fin crit period | 2745 ps |
| Vias in the first global route | 275 |
| P per Cell Area | 211.9 nW/um2 |
| Mux cell area share | 8.333% |
| Fraction of layout instances using a drive strength above 1 | 39.13% |
| Post-synthesis average cell area | 9.009 um2 |
| Required time of the critical path | 2320 ps |
| Startpoint of the tightest hold check path | A[0] |
| Number of cells after detailed placement | 90 |
| Die footprint | 6400 um2 |
| Count of endpoints failing setup in the final report | 0 |
| Dominant logic cell types in the final layout | 12 x buf_4, 6 x clkdlybuf4s50_1, 4 x xor2_1 |
| Number of unique standard cell types used by synthesis | 12 |
| Buffers added on ports | 14 |
| Total power consumption of the routed design | 100.8 uW |
| Share of synthesized area occupied by flip-flops and latches | 0% |
| Number of antenna violations at the first check in global routing | 0 |
| YS warnings | 0 |
| I/O pins | 14 |
| Drt drc | 0 |
| Final core utilization | 13.92% |
| Floorplan utilization | 5.275% |
| Vias post-DR | 252 |
| Floorplan die height | 80 um |
| Largest net degree at the start of global routing | 6 |
| Via density per instance | 2.739 |
| Cell leakage power | 0.2262 nW |
| Synthesized netlist cell count | 20 |
| Xor and xnor area share after synthesis | 24.31% |
| Max-Slew Margin vs Limit | 84.30% |
| CP Capture Type | output pin |
| Number of routed nets with antenna violations | 0 |
| Final design instance area without fill | 475.5 um2 |
| Max Freq | 0.3643 GHz |
| Arr. time, crit path | 2160 ps |
| Final estimated routing congestion in global placement | 0.7660 |
| Number of logged tool warnings | 32 |
| Flip-flops | 0 |
| Adder and majority cell fraction of the synthesized area | 31.94% |
| Tightest Hold Check Type | input port to output pin |
| Highest-count logic cell in the final layout | buf_4 |
| Area of the core | 3416 um2 |
| Die Wd | 80 um |
| Number of diodes added for antenna fixing | 0 |
| Setup repair after global routing missed its margin | no |
| Dominant combinational cell family by area after synthesis | adder cells |
| Remaining global-route overflow | 0 |
| Layout Cells excl Fill | 92 |
| Average wire per standard cell | 7.717 um |
| Final hold violation count | 0 |
| Cell area after placement | 452.9 um2 |
| TNS Setup | 0 ps |
| Rows | 21 |
| Yosys stat cell total | 20 |
| Estimated wirelength of the detail-placed design | 628.2 um |
| Area of the synthesized netlist per yosys stat | 180.2 um2 |
| DRT Pass-1 Iters | 3 |
| First-iteration detailed-routing DRC count | 2 |
| Cell area after synthesis | 180.2 um2 |
| Slew Viols, Final | 0 |
| Path type of the worst setup path | input port to output pin |
| IR Drop Worst-Case VDD | 0.07868 mV |
| Hold path depth | 5 |
| Critical path launch point type | input port |
| Global-route total usage across every layer | 2.361% |
| Area grow syn2layout | 163.9% |
| Top fanout value on the critical path | 3 |
| Seq. cell area | 0 um2 |
| # Max-Cap Violations | 0 |
| Synth Area in Compound Gates | 13.19% |
| Tcrit/Tclk final | 94.64% |
| AND/OR/NAND/NOR Cells, Area Fraction | 20.14% |
| Layout clock buffers | 0 |
| Detailed-route wire length | 710 um |
Yosys cell counts:
cell	instances	share of area, %
nor4b_1	1	4.9
o21bai_1	1	4.2
ha_1	3	21
nand4_1	2	6.9
xor2_1	5	24
a21oi_1	2	5.6
a31oi_1	1	3.5
mux2_4	1	8.3
nor3b_1	1	4.2
inv_1	1	2.1
or4_1	1	4.2
fa_1	1	11
kinds of logic after synthesis:
group / Yosys count
XOR/XNOR: 5
AND/OR/NAND/NOR: 5
AND-OR/OR-AND: 4
adder cells (fa/ha/maj): 4
multiplexers: 1
buffers and inverters: 1
power by group:
group | leakage, nW | internal [mW] | switching, mW
Clock | 0 | 0 | 0
Combinational | 0.226 | 0.0649 | 0.0358
Sequential | 0 | 0 | 0
Total | 0.226 | 0.0649 | 0.0358
worst max-delay path, cell delays in order:
cell	delay (ps)
clkbuf_2	110
buf_4	140
xor2_2	180
buf_4	140
fa_2	540
clkdlybuf4s50_1	470
layer usage:
layer  GRT usage [%]  part of all wire, %  vias up
met2           2.568                   28       13
met5               0                    0        -
li1                -                    -      130
met4               0                    0        0
met3           1.023                   12        0
met1           4.048                   60      109
how the worst max path moves through the flow:
stage	from	end	slack, ps	cells after the start
4_1_cts	subtract_enable	Cout	2	8
5_1_grt	B[2]	Res[3]	100	8
6_report	subtract_enable	Res[1]	160	6
layout make-up:
class,count,area (um2)
fill,400,2940
inverter,1,3.754
multi-input combinational,19,190.2
tap,46,57.56
timing repair buffer,26,224.0
per-stage QoR:
stage | worst slack [ps] | hold WS, ps
floorplan | 673.1 | 1185
global placement | -350.2 | 2211
detailed placement | -382.1 | 2207
CTS | 2.062 | 1889
global route | 99.17 | 1814
finish | 155.3 | 1735
repair_timing:
item / CTS / global route
resized: 10 / 5
pin swaps: 3 / 3
buffers inserted: 1 / 1
setup endpoints to repair: 4 / 3
hold buffers: 0 / 0
Power is estimated from default activity; no workload was simulated.
